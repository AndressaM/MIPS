**flow/run.sh**
```bash
#!/bin/bash
# OpenROAD 26Q1-2900-gdf79404cd8, Yosys 0.63+post, stock flow scripts
make -C /OpenROAD-flow-scripts/flow DESIGN_CONFIG=/design/flow/config.mk WORK_HOME=/design/flow/orfs finish
```
**flow/config.mk**
```make
export PLATFORM = sky130hd
export DESIGN_NAME = regfile
export DESIGN_NICKNAME = regfile
export VERILOG_FILES = /design/flow/design.v
export SDC_FILE = /design/flow/constraint.sdc
export NUM_CORES = 4
export LEC_CHECK = 1
export CORE_UTILIZATION = 30
```
**flow/constraint.sdc**
```tcl
current_design regfile

set clk_period 5.9
set clk_io_pct 0.2

create_clock -name clk0 -period $clk_period [get_ports {clk}]

set non_clock_inputs [all_inputs -no_clocks]
set_input_delay [expr $clk_period * $clk_io_pct] -clock clk0 $non_clock_inputs
set_output_delay [expr $clk_period * $clk_io_pct] -clock clk0 [all_outputs]
```
**flow/design.v**
```verilog
module regfile (input	logic			clk,
					 input	logic			we3,
					 input	logic[4:0]	ra1, ra2, wa3,
					 input	logic[31:0]	wd3,
					 output	logic[31:0]	rd1, rd2);
		logic [31:0] rf [31:0];
		always_ff @ (posedge clk)
			if(we3) rf[wa3] <= wd3;
		assign rd1 = (ra1 != 0) ? rf[ra1] : 0;
		assign rd2 = (ra2 != 0) ? rf[ra2] : 0;
endmodule
```
==> metrics.log <==
[flow] collecting metrics
[metrics] fraction of layout instances using a drive strength above 1: between 30% and 40%
[metrics] CTS tree: yes
[metrics] critical path required time: roughly 4700 ps
[metrics] setup violators final: 0
[metrics] drc violations: 0
[metrics] grt total ovfl: 0
[metrics] FP Core Util: ~30%
[metrics] main area contributors after synthesis: sky130_fd_sc_hd__edfxtp_1 65%, sky130_fd_sc_hd__mux4_2 20%, sky130_fd_sc_hd__mux2i_1 3.9%, sky130_fd_sc_hd__a22o_1 1.2%, sky130_fd_sc_hd__clkbuf_1 0.83%
[metrics] post-layout worst setup margin: approximately 380 ps
[metrics] worst hold path type: input pin to flop
[metrics] Internal: roughly 13 mW
[metrics] final tally of max-slew violations: 0
[metrics] combinational fraction of design power: about a tenth
[metrics] Max VDD drop: roughly 230 µV
[metrics] Clk Tree Root Cell: sky130_fd_sc_hd__clkbuf_16
[metrics] total non-filler cell area in the finished layout: 0.0551 mm²
[metrics] Final Routed Wirelength: between 100,000 and 150,000 µm
[metrics] end of the worst hold path: rf[7][4]
[metrics] Top cell area share: 65.5%
[metrics] status: finished clean
[metrics] Arrival @ worst endpoint: 4340 ps
[metrics] part of the power in registers: between 40% and 50%
[metrics] end-of-flow core utilization: 35.6%
[metrics] number of clock sinks: around 1,000
[metrics] Buffers on Ports: ~110
[metrics] logic depth of the worst setup path including buffers: 9
[metrics] Die X-Extent: roughly 400 µm
[metrics] number of synthesized register bits: slightly above 1,000
[metrics] element type at the critical path end: output pin
[metrics] number of vias per cell after detailed routing: approximately 5.6
[metrics] synthesized instance count: 2,400
[metrics] vias in the first global route: between 20,000 and 30,000
[metrics] first-pass GRT wire length: ~210,000 µm
[metrics] hold path startpoint: wd3[4]
[metrics] accumulated negative setup slack: 0 ps
[metrics] Total Die Area: ~0.16 mm²
[metrics] Synth Cell Area: approximately 0.047 mm²
[metrics] Warnings, synthesis: 1
[metrics] clock transition at the registers of the reported paths: 60 ps
[metrics] Hold Vio Cnt, Final: 0
[metrics] post-place instance area: between 0.05 and 0.06 mm²
[metrics] register area share after synthesis: between 60% and 70%
[metrics] leading cell type in the layout, fill and taps excluded: sky130_fd_sc_hd__edfxtp_1
[metrics] delay-heaviest family, CP: buffers and inverters
[metrics] standard cell with the maximum stage delay on the critical path: sky130_fd_sc_hd__a211oi_1
[metrics] pin count of the biggest net entering global routing: 53
[metrics] Cell Rows: around 140
[metrics] cell total in the yosys stat output: 2,400
[metrics] Final Power: between 15 and 20 mW
[metrics] critical path class: input pin to output pin
[metrics] Tmin final: between 5000 and 6000 ps
[metrics] core area: 0.155 mm²
[metrics] registers with the most flip-flops: rf x1024
[metrics] CP Launch Type: input pin
[metrics] number of cells traversed by the worst hold path: 2
[metrics] global placement routability congestion: 0.927
[metrics] PD cells: a little under 300 mW/mm²
[metrics] Via Count: ~27,000
[metrics] number of flip-flops in the largest register: around 1,000
[metrics] Max stage delay on crit path: 650 ps
[metrics] Worst Max-Slew Pin Slew: approximately 930 ps
[metrics] Hold Buf Count CTS: 0
[metrics] Clk pwr share: 40.9%
[metrics] Critical Path Start: ra2[2]
[metrics] routed wirelength normalized by instance count: around 31 µm
[metrics] period utilization: 93.6%
[metrics] floorplan die height: 398 µm
[metrics] final HPWL from detailed placement: between 90,000 and 100,000 µm
[metrics] chip area estimate from yosys synthesis: between 0.04 and 0.05 mm²
[metrics] Yosys top cell by area: sky130_fd_sc_hd__edfxtp_1
[metrics] biggest fanout along the worst timing path: 35
[metrics] pre-CTS setup slack: approximately 120 ps
[metrics] max frequency: about 180 MHz
[metrics] worst relative slew slack: between 30% and 40%
[metrics] tool warnings: 26
[metrics] Clock Tree Buf Depth: 3
[metrics] number of placed I/O pins: around 110
[metrics] total of max-cap violations: 0
[metrics] synthesized area per cell: between 15 and 20 µm²
[metrics] post-route antenna net violation count: 0
[metrics] Psw: 3.68 mW
[metrics] WP buf/inv: 5
[metrics] tally of unique sky130hd cells used after synthesis: approximately 40
[metrics] antenna violations before repair: 12
[metrics] total routing usage reported by global routing: a little over 20%
[metrics] most common cell type on the critical path: sky130_fd_sc_hd__buf_4
[metrics] setup repair after global routing missed its margin: no
[metrics] worst-path cell chain: buf_6 -> buf_12 -> buf_4 -> mux4_2 -> a22o_1 -> a211oi_1 -> nor3_1 -> buf_4 -> clkdlybuf4s50_1
[metrics] growth of design area from synthesis to finish: 17.4%
[metrics] fraction of power spent switching nets: between 20% and 30%
[metrics] Detailed Routing Iterations Pass 1: 5
[metrics] number of DRC violations after detailed-routing iteration 0: 1,612
[metrics] static power due to leakage: ~17 nW
[metrics] number of clock buffers inserted by TritonCTS: 106
[metrics] most used cells in the layout excluding fill and tap cells: 1,024 x sky130_fd_sc_hd__edfxtp_1, 425 x sky130_fd_sc_hd__mux4_2, 183 x sky130_fd_sc_hd__mux2i_1, 152 x sky130_fd_sc_hd__buf_4, 108 x sky130_fd_sc_hd__clkbuf_16
[metrics] Biggest register: rf
[metrics] H-tree levels: 3
synth_stat cells, drive strengths merged:
cell	number
clkbuf	104
a21boi	1
nor4b	1
inv	25
nor2	35
o221ai	31
o22ai	55
a211oi	47
edfxtp	1024
a221oi	23
a221o	1
a22o	62
mux2i	183
nor3	33
o211ai	1
a2111oi	31
nand2	65
and4	1
nand3	4
mux2	24
nand3b	7
nor4	9
and2	13
or3	2
o22a	1
a211o	23
and3	1
mux4	425
a32o	9
nand2b	3
a21oi	46
or3b	5
nor2b	8
buf	97
repair_timing:
action,4_1_cts,5_1_grt
hold endpoints to repair,0,0
buffers inserted,0,0
resized,0,1
setup endpoints to repair,0,1
area by class of cell:
class | count | area [µm²]
diodes | 2 | 5.00
clock buffers | 127 | 2770
well taps | 2044 | 2560
multi-input cells | 1150 | 15400
fillers | 14089 | 99700
inverters | 25 | 98.8
repair buffers | 290 | 2820
flip-flops and latches | 1024 | 30700
clock inverters | 64 | 676
how the worst max path moves through the flow:
stage | end | slack, ps
final | rd2[7] | 380
after global routing | rd2[6] | 220
after CTS | rd2[6] | 80
metrics by stage:
| stage | instances | hold slack [ps] |
|---|---|---|
| after floorplan | 2400 | 1280 |
| after global routing | 4726 | 1320 |
| after global placement | 4533 | 2010 |
| after detailed placement | 4533 | 2020 |
| after CTS | 4724 | 1290 |
| final | 4726 | 1320 |
cells by family after synthesis:
kind of cell	Yosys count	share of synthesized area, %
DFF	1024	65.5
muxes	632	24.9
AOI/OAI and AO/OA	331	5.41
buffers and inverters	226	2.31
and+or+nand+nor	187	1.94
power by group through the flow:
stage                 combinational, mW  sequential, mW  clock [mW]
after CTS                          1.53            8.13        6.76
after global routing               1.63            8.14        7.01
final                              1.53            8.13        6.68
metal layers:
layer	part of all wire, %	track usage [%]
met4	2.9	4.88
met3	20	17.6
met1	31	21.2
met2	46	29.9
met5	0.55	3.72
No activity file was given, so power comes from the tool's default toggle rates.
