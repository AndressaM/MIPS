--- flow/run.sh ---
#!/bin/bash
# OpenROAD 26Q1-2900-gdf79404cd8, Yosys 0.63+post, stock flow scripts
make -C /OpenROAD-flow-scripts/flow DESIGN_CONFIG=/design/flow/config.mk WORK_HOME=/design/flow/orfs finish
--- flow/config.mk ---
export PLATFORM = sky130hd
export DESIGN_NAME = adder
export DESIGN_NICKNAME = adder
export VERILOG_FILES = /design/flow/design.v
export SDC_FILE = /design/flow/constraint.sdc
export NUM_CORES = 4
export LEC_CHECK = 1
export CORE_AREA = 10 10 87 87
export DIE_AREA = 0 0 97 97
--- flow/constraint.sdc ---
current_design adder

set clk_period 17.0
set clk_io_pct 0.2

create_clock -name clk0 -period $clk_period

set non_clock_inputs [all_inputs -no_clocks]
set_input_delay [expr $clk_period * $clk_io_pct] -clock clk0 $non_clock_inputs
set_output_delay [expr $clk_period * $clk_io_pct] -clock clk0 [all_outputs]
--- flow/design.v ---
module adder(input [31:0] a, b, output reg ovf, output reg [31:0] s);
	reg x, z;
	always@(*) begin
		{x, s[30:0]} = a[30:0] + b[30:0];
		{z,s[31]} = a[31] + b[31] + x;
		ovf = x ^ z;
	end	
endmodule
==> out/results.ini <==
[finish]
fin_util = 0.472
final-comb-area_um2 = 1570
ff_latch_area_um2 = 0
area_growth_pct = 63.0
final.fill_count = 566
drive_gt1_frac = 0.0257
final_cell_mix = 97 x clkdlybuf4s50_1, 31 x ha_1, 27 x a21oi_1
nFlopsAndLatches = 0
final_cells = 383
clockBufferCount = 0
final_common_cell = clkdlybuf4s50_1

[floorplan]
die_y_um = 97
ios = 97
fp_util = 0.289
dieArea_um2 = 9410
die_x_um = 97
rows = 27
core_area_um2 = 5640

[worst_setup_path]
critPathMaxFanout = 5
criticalPathCategory = in2out
worst_ep_required_time_ns = 13.60
endpoint_kind = output pin
critPathLaunchType = input port
arrival_ns = 6.63

[cts]
cts_setup_buffers = 0
cts_hold_buf = 0
cts_resized = 0

[detailed_routing]
drc = 0
detail-route-antenna-nets = 0
routedWlPerCell_um = 14.7
antenna_cells = 0
vias = 1965
first_pass_iters = 4
wl_um = 5610
viasPerCell = 5.13
drtIter0Drc = 52

[timing]
tightest_slew_ns = 0.627
setup_violations = 0
slew_viol_final = 0
tns_ns = 0
fin_crit_sh = 0.590
whs_ns = 7.83
final.min_clock_period_ns = 10.03
slew_headroom = 0.578
rsz0062_at_grt = no
fmax_mhz = 99.7
report.final.hold_viol_count = 0

[power]
total_power_uw = 112
power.internal_uw = 68.5
leakage_uw = 0.00113
p_per_area_nw_per_um2 = 42.0
power_frac_clock = 0
p_sw_frac = 0.387
pwr-share-seq = 0
p_sw_uw = 43.3
ir_worst_vdd_v = 0.0000175
pwr-share-comb = 1.000

[synthesis]
yosys_warnings = 1
syn_area_um2 = 1630
yosysChipArea_um2 = 1630
synth_cell_types = 44
ys_cells = 222
ys_seq_frac = 0
synthCells = 222
avgSynthCellArea_um2 = 7.36

[placed_design]
gp_congestion = 0.854
placedCellCount = 383
dp_hpwl_um = 5000
io_buffer_count = 97

[grt]
grt.overflow.total = 0
grt_pass1_vias = 1943
antenna_found_initial = 0
grt.total_usage = 0.113
grt_pass1_wl_um = 9450
grt_start_max_net_pins = 9

[min_path]
holdCritPathClass = in2out

[job]
log.warning_count = 32
cap_violations = 0

[status]
status = completed

## routing by layer
metal / vias to the layer above / part of all wire / wire length [um] / GRT usage
met2: 71 / 0.44 / 2490 / 0.181
met4: 0 / 0 / 0 / 0
met1: 868 / 0.48 / 2720 / 0.158
met3: 0 / 0.073 / 409 / 0.0279
met5: - / 0 / 0 / 0
li1: 1026 / - / - / -
## synthesized netlist by cell type, types with 5 or more instances
cell type,n,area [um2]
ha_1,31,388
a21oi_1,27,135
nor2_1,10,37.5
xnor2_1,15,131
nand4_1,9,56.3
a21o_1,19,143
nand2_1,17,63.8
inv_1,7,26.3
a31oi_1,5,31.3
xor2_1,14,123
o21ai_0,11,55.1
## critical path: stages
cell,delay (ns)
clkdlybuf4s50_1,0.40
ha_1,0.24
fa_1,0.43
a211oi_1,0.23
o21bai_1,0.16
a21o_1,0.23
a211oi_2,0.36
a31oi_1,0.23
a221oi_2,0.29
xnor2_1,0.15
clkdlybuf4s50_1,0.51
## worst paths after layout
check | from | endpoint | cells past startpoint
max | a[0] | s[24] | 11
min | b[0] | s[0] | 3
## power groups by stage
stage | clock (uW) | sequential (uW) | combinational [uW]
CTS | 0 | 0 | 114
global route | 0 | 0 | 125
finish | 0 | 0 | 112
## cells by family (layout without fill, tap and decap cells)
group | after synthesis | in the layout | synth area share
AOI/OAI and AO/OA | 94 | 94 | 0.396
xor gates and xnor gates | 29 | 29 | 0.156
adders and majority gates | 33 | 33 | 0.262
buffers and inverters | 15 | 104 | 0.0360
and+or+nand+nor | 51 | 51 | 0.150
## layout make-up
cell class	instances	share of cell area
Multi-Input combinational cell	207	0.591
Timing Repair Buffer	97	0.365
Tap cell	72	0.0339
Inverter	7	0.00987
## through the flow
stage / instance area (um2) / setup WS (ns)
final: 2660 / 6.97
after global routing: 2660 / 6.72
after CTS: 2660 / 6.96
after detailed placement: 2660 / 6.98
after global placement: 2660 / 7.05
after floorplan: 1630 / 8.17
Power and IR drop assume default switching activity.
