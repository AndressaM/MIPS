[./design.v]
module single_port_ram 
(
	input [7:0] data,
	input [4:0] addr,
	input we, clk,
	output [7:0] q
);
	reg [7:0] ram[31:0];
	reg [4:0] addr_reg;
	always @ (posedge clk)
	begin
		if (we)
			ram[addr] <= data;
		addr_reg <= addr;
	end
	assign q = ram[addr_reg];
endmodule
[./run.sh]
#!/bin/bash
# OpenROAD 26Q1-2900-gdf79404cd8, Yosys 0.63+post, stock flow scripts
make -C /OpenROAD-flow-scripts/flow DESIGN_CONFIG=/design/flow/config.mk WORK_HOME=/design/flow/orfs finish
[./config.mk]
export PLATFORM = sky130hd
export DESIGN_NAME = single_port_ram
export DESIGN_NICKNAME = single_port_ram
export VERILOG_FILES = /design/flow/design.v
export SDC_FILE = /design/flow/constraint.sdc
export NUM_CORES = 4
export LEC_CHECK = 1
export CORE_UTILIZATION = 30
[./constraint.sdc]
current_design single_port_ram

set clk_period 6.0
set clk_io_pct 0.2

create_clock -name clk0 -period $clk_period [get_ports {clk}]

set non_clock_inputs [all_inputs -no_clocks]
set_input_delay [expr $clk_period * $clk_io_pct] -clock clk0 $non_clock_inputs
set_output_delay [expr $clk_period * $clk_io_pct] -clock clk0 [all_outputs]
==> out/metrics.yaml <==
die:
  io_pins: 23
  die-area_um2: 34000
  die.size.x_um: 185
  core_area_um2: 32600
  fp_util: 0.306
  rows: 66
  fp.dieH_um: 185
synthesis:
  ys_seq_frac: 0.779
  synth_flops: 261
  syn_area_per_cell_um2: 24.1
  yosysCellCount: 414
  ys_types: 15
  synthTopCellsByCount: "edfxtp_1 (256), mux4_2 (80), nor2_1 (33)"
  most_common_cell: "edfxtp_1"
  async_flop_share: 0
  top_cell_area_share: 0.769
  syn-cell-area_um2: 9990
  synthFlopType: "edfxtp_1"
  ys_warn_count: 1
  synth-edff-count: 256
  netlist_instances: 414
  topCellsByArea: "edfxtp_1 (77%), mux4_2 (18%), nor2_1 (1.2%), dfxtp_1 (1.0%), mux2_2 (0.90%)"
  yosys_area_um2: 9990
  yosysTopAreaCell: "edfxtp_1"
clock_network:
  cts-resized-gates: 0
  post_cts_buffers: 0
  numCtsBuffers: 27
  clk_transition_reported_paths_ns: 0.06
  postCtsHoldBufs: 0
  cts_root_buffer: "clkbuf_16"
  clk_path_buf_depth: 3
  cts_sinks: 261
  cts_tree: "done"
  htreeDepth: 1
pwr:
  p_int_uw: 2980
  clkPwrFrac: 0.405
  switchingPower_uw: 764
  comb_power_share: 0.052
  switching_share: 0.204
  p_seq_frac: 0.543
  p_total_uw: 3750
  powerDensity_nw_per_um2: 323
  p_leak_uw: 0.00350
  ir_worst_vdd_uv: 182
placed_design:
  place_hpwl_um: 12600
  dp_cells: 871
  gp_congestion: 0.815
  numPortBuffers: 22
  placed_area_um2: 10800
finish:
  syn_to_final_growth_pct: 16.0
  regMostFlops: "ram"
  drive_gt1_frac: 0.309
  utilization: 0.355
  fill_cells: 2908
  layoutNonFillerInstCount: 922
  largest_register_ffs: 256
  fin_area_um2: 11600
  top_regs: "ram x256"
grt:
  overflow: 0
  antenna_found_initial: 2
  grt_start_max_net_pins: 34
  grtUsageTotal: 0.136
  grt_pass1_wl_um: 30900
  grt_pass1_vias: 4980
route:
  highest_layer: "met5"
  drcViolationCount: 0
  met3WireLength_um: 3200
  wl_um: 20500
  wl_met1_um: 7570
  drt-initial-drc-count: 363
  drt_first_pass_iters: 4
  routed_via_density: 4.80
  vias: 4423
  dr_wl_met2_um: 9360
  antenna_left: 0
  wl_per_cell_um: 22.2
setup_path:
  startpoint_type: "register"
  path_cells: "buf_12 > mux4_2 > mux4_2 > mux2_2 > clkdlybuf4s50_1"
  cp-endpoint: "q[0]"
  path_max_fanout: 33
  required_ns: 4.80
  endpoint_kind: "output port"
  critPathMaxStageDelay_ns: 0.80
  cpMaxStageDelayCell: "dfxtp_4"
  crit_top_cell: "mux4_2"
  crit_type: "reg -> out"
  worstPathArrival_ns: 3.50
flow_run:
  warnings: 25
  drv_cap: 0
sta:
  rsz0062_at_grt: "false"
  period_used_share: 0.784
  fmax_ghz: 0.213
  fin_setup_tns_ns: 0
  maxSlewHeadroom: 0.281
  hold_violations: 0
  fin_crit_ns: 4.70
  setup_viol: 0
  report.final.slew_viol_count: 0
  tightest_slew_ns: 1.08
outcome:
  status: "finished clean"
worst_hold_path:
  hold_class: "in -> reg"
  hold_depth: 1
[cell usage in the layout, fill, tap and decap left out, drive strengths merged]
master and instances:
nand3 2, mux4 80, mux2 8, nor2 33
clkinvlp 3, buf 13, inv 1, bufinv 1
clkinv 17, nand2 1, edfxtp 256, clkdlybuf4s50 22
nand3b 5, or3 1, dfxtp 5, clkbuf 28
or3b 3, diode 1
[power by group through the flow]
stage	clock, uW	sequential (uW)	combinational, uW
CTS	1550	2040	198
global route	1630	2040	211
finish	1520	2040	193
[stage by stage]
step	worst slack [ns]	hold WS [ns]
finish	1.30	1.23
global route	1.09	1.25
CTS	1.19	1.22
detailed placement	1.77	1.78
global placement	1.79	1.75
floorplan	2.84	1.23
[worst min path at each step]
stage | start | to | slack, ns
4_1_cts | addr[0] | register | 1.22
5_1_grt | addr[0] | register | 1.25
6_report | addr[0] | register | 1.23
[final cells by class]
cell class | instances | area (um2) | area share
well taps | 442 | 553 | 0.0477
diodes | 1 | 2.50 | 0.000216
flip-flops and latches | 261 | 7790 | 0.672
repair buffers | 35 | 330 | 0.0285
multi-input cells | 133 | 2100 | 0.181
clock buffers | 28 | 679 | 0.0586
clock inverters | 22 | 138 | 0.0119
[routing by layer]
metal	vias up	track usage
li1	1866	-
met5	-	0.00593
met1	2252	0.164
met3	31	0.107
met2	270	0.199
met4	4	0.0200
[cells by family after synthesis]
kind of cell,synth area share
DFF,0.779
muxes,0.189
and+or+nand+nor,0.0208
buffers and inverters,0.0106
[worst max-delay path, delay by kind of cell, from the launching register on]
family                 cells  cell delay [ns]
flip-flops                 1             0.80
buffers and inverters      2             0.77
multiplexers               3             1.38
Power and IR drop assume default switching activity.
